`flow/config.mk`:
```
export PLATFORM = sky130hd
export DESIGN_NAME = video_memory
export DESIGN_NICKNAME = video_memory
export VERILOG_FILES = /design/flow/design.v
export SDC_FILE = /design/flow/constraint.sdc
export NUM_CORES = 4
export LEC_CHECK = 1
export CORE_UTILIZATION = 40
export SYNTH_MEMORY_MAX_BITS = 65536
```
`flow/run.sh`:
```
#!/bin/bash
# OpenROAD 26Q1-2900-gdf79404cd8, Yosys 0.63+post, stock flow scripts
make -C /OpenROAD-flow-scripts/flow DESIGN_CONFIG=/design/flow/config.mk WORK_HOME=/design/flow/orfs finish
```
`flow/constraint.sdc`:
```
current_design video_memory

set clk_period 96.8
set clk_io_pct 0.2

create_clock -name clk0 -period $clk_period [get_ports {read_clk}]
create_clock -name clk1 -period $clk_period [get_ports {write_clk}]

set non_clock_inputs [all_inputs -no_clocks]
set_input_delay [expr $clk_period * $clk_io_pct] -clock clk0 $non_clock_inputs
set_output_delay [expr $clk_period * $clk_io_pct] -clock clk0 [all_outputs]
```
`flow/design.v`:
```
module video_memory
(
	input read_clk, write_clk,
	input [11:0] addr_read,
	output reg [7:0] data_read,
	input [9:0] addr_write,
	input [31:0] data_write,
	input write_enable_1, write_enable_2, write_enable_3, write_enable_4
);
reg [7:0] ram[2399:0];
wire [11:0] addr_write_byte = addr_write << 2;
always @ (posedge read_clk)
	data_read <= ram[addr_read];
always @ (posedge write_clk) begin
	if (write_enable_1)
		ram[addr_write_byte] <= data_write[7:0];
	if (write_enable_2)
		ram[addr_write_byte+1] <= data_write[15:8];
	if (write_enable_3)
		ram[addr_write_byte+2] <= data_write[23:16];
	if (write_enable_4)
		ram[addr_write_byte+3] <= data_write[31:24];
end
endmodule
```
==> job_summary.md <==
### Yosys + OpenROAD results

| Metric | Value |
|---|---|
| Outcome | `finished, violations left` |
| Failing checks | `capacitance limit, slew limit` |
| Initial core utilization | `40.1%` |
| 1st-pass router iterations | `6` |
| Clock power frac | `41.0%` |
| Yosys synthesis chip area | `748000 µm²` |
| Worst Hold Class | `register to register` |
| DRC violations left | `0` |
| Final Wtd Congestion | `1.00` |
| Final setup TNS | `0 ns` |
| Dominant cell type by area after synthesis | `edfxtp_1` |
| Filler cells | `151180` |
| GRT overflow | `0` |
| R2R Setup Slk | `90.67 ns` |
| Leakage | `267 nW` |
| Slew Limit Headroom | `-15.6%` |
| Critical path arrival | `29.61 ns` |
| Largest net degree at the start of global routing | `87` |
| Clk pin slew, worst setup/hold paths | `0.06 ns` |
| Syn-to-layout area delta | `14.0%` |
| Share of cells above drive strength 1 | `25.3%` |
| RSZ-0062 raised after global routing | `false` |
| Min-delay src | `ram[1225][3]` |
| CP max FO | `46` |
| Total GRT Usage | `35.2%` |
| Kind of critical path | `input pin to register` |
| Initial antenna violation count | `489` |
| Finished Core Util | `45.7%` |
| Post-CTS Resized | `0` |
| Port bufs | `66` |
| Detailed Place HPWL | `1930 mm` |
| Yosys warnings | `1` |
| EDFF count, synth | `19200` |
| Top cells, area | `edfxtp_1 77%, mux4_2 12%, mux2i_1 2.9%` |
| Core Box Area | `1870000 µm²` |
| Critical path endpoint category | `register` |
| Proportion of power drawn by combinational gates | `6.8%` |
| Setup crit start kind | `input pin` |
| Chip area | `1880000 µm²` |
| Post-DR wirelength/cell | `45.6 µm` |
| Vias in the first global route | `455463` |
| Final Setup Violations | `0` |
| RR Endpoint | `data_read[0]` |
| Hold_buf cts | `0` |
| PwrDens | `20.6 nW/µm²` |
| Drt initial violations | `35323` |
| Worst R2R Path Depth | `9` |
| Chip width | `1.37 mm` |
| Hold path cells | `5` |
| Synth Instances | `35565` |
| Clock sinks | `19208` |
| Tool warning count | `32` |
| Switching pwr | `4.06 mW` |
| Sw Share | `23.1%` |
| Post-DRT Antenna Nets | `0` |
| Final Slew Violations | `76` |
| MaxCap Viol Count | `10` |
| Ys cells | `35565` |
| Final hold violations | `0` |
| FP Rows | `502` |
| Int Pwr | `13.5 mW` |
| CTS tree | `built` |
| Crit. Startpoint | `addr_read[0]` |
| Hold Crit Endpoint | `data_read[3]` |
| Wirelength, routed | `3000 mm` |
| Maximum VDD drop | `0.0199 mV` |
| First-pass GRT wire length | `3980 mm` |
| Seq pwr share | `52.2%` |
| Synth unique cells | `90` |
| Via/cell ratio | `6.32` |
| Main flop type | `edfxtp_1` |
| Area leader share | `77.1%` |
| Ys async rst share | `0%` |
| Worst-margin pin slew | `1.73 ns` |
| DIE HEIGHT | `1.37 mm` |
| Dominant cell by count in the synthesized netlist | `edfxtp_1` |
| I/O pins | `68` |
| Top post-synthesis cells by count | `19200 x edfxtp_1, 4135 x mux4_2, 2689 x nor2_1, 2178 x mux2i_1, 949 x clkbuf_1` |
| Synthesized area | `748000 µm²` |
| CP required | `96.89 ns` |
| Postcts setup bufs | `0` |
| Flops out of synthesis | `19208` |
| RR Startpoint | `ram[1339][0]` |
| Syn avg cell area | `21.0 µm²` |
| Post-synth seq share | `77.1%` |
| Vias | `416147` |
## sequential cells by signal, summed over array words and instances, names as in the netlist
name       flops
data_read      8
ram        19200
## per-layer routing
metal	vias up	global-route usage [%]	part of all wire [%]	routed length, µm
met5	-	19.6	1.2	35500
met4	735	23.9	8.3	249000
li1	155588	-	-	-
met2	46453	44.5	42	1270000
met1	204710	29.0	24	724000
met3	8661	38.2	24	729000
## logic make-up (layout without fill, tap and decap cells)
logic type / Yosys count / count (layout) / synth area share, %
muxes: 6406 / 6406 / 15.6
AOI/OAI and AO/OA: 3123 / 3123 / 2.91
buffers and inverters: 2332 / 6295 / 1.91
other: 0 / 1359 / 0
and+or+nand+nor: 4496 / 4496 / 2.51
DFF: 19208 / 19208 / 77.1
## how the worst max path moves through the flow
stage | to | slack (ns) | cells after the start
after CTS | data_read[7] | 67.43 | 22
after global routing | data_read[7] | 66.89 | 22
final | data_read[3] | 67.28 | 21
## cell usage in the layout (no fill, tap or decap), types with 264 or more instances in the layout
master / synthesis / final
o21ai_0: 324 / 307
clkbuf_1: 949 / 380
clkinv_1: 3 / 453
a21oi_1: 590 / 584
nand2_1: 860 / 735
nor3_1: 280 / 264
clkinv_2: 0 / 402
mux2i_1: 2178 / 2178
a22oi_1: 274 / 273
o22ai_1: 547 / 546
clkbuf_16: 0 / 1948
mux4_2: 4135 / 4135
diode_2: 0 / 1359
nor2_1: 2689 / 2649
o221ai_1: 647 / 644
buf_4: 245 / 2701
edfxtp_1: 19200 / 19200
## critical path, cell delays in order
cell      delay (ns)
buf_16          0.28
buf_4           0.68
buf_4           0.69
buf_4           0.54
buf_4           0.54
buf_4           0.58
buf_4           0.63
buf_4           0.57
buf_4           0.57
buf_4           0.68
buf_4           0.59
buf_4           0.64
mux4_2          0.60
nor3_1          0.25
o21ai_0         0.19
nand4_1         0.39
a311oi_1        0.20
a211oi_4        0.77
a2111o_1        0.25
buf_4           0.15
o311ai_1        0.10
## area by class of cell
class / count / area (µm²) / area share [%]
tap: 24948 / 31200 / 3.66
clock buffer: 2328 / 50200 / 5.89
multi-input combinational: 14025 / 159000 / 18.6
sequential: 19208 / 577000 / 67.7
antenna: 1359 / 3400 / 0.399
inverter: 13 / 101 / 0.0119
timing repair buffer: 2850 / 22700 / 2.67
clock inverter: 1104 / 9140 / 1.07
## stage by stage
| step | setup WS [ns] | hold WS, ns | power [mW] | area, µm² | instances |
|---|---|---|---|---|---|
| 2_1_floorplan | 74.69 | 0.920 | 9.78 | 748000 | 35565 |
| 3_3_place_gp | 66.98 | 1.45 | 10.5 | 789000 | 61012 |
| 3_5_place_dp | 67.12 | 1.44 | 10.5 | 789000 | 61042 |
| 4_1_cts | 67.43 | 2.67 | 17.5 | 849000 | 64474 |
| 5_1_grt | 66.89 | 2.70 | 17.9 | 851000 | 65303 |
| 6_report | 67.28 | 2.63 | 17.6 | 852000 | 65835 |
## power groups by stage
stage / sequential [mW] / clock, mW / combinational, mW
5_1_grt: 9.15 / 7.54 / 1.19
6_report: 9.16 / 7.21 / 1.19
4_1_cts: 9.16 / 7.23 / 1.13
No activity file was given, so power comes from the tool's default toggle rates.
