==> design/flow/design.v <==
module ad100_cpu
(
  input clk,
  output     [29:0] addr_1,  
  input      [31:0] read_1,
  output     [29:0] addr_2,  
  input      [31:0] read_2,
  output reg [31:0] write_2,
  output reg        write_enable_1, write_enable_2, write_enable_3, write_enable_4
);
wire [29:0] program_counter;
assign addr_1 = program_counter;
wire [31:0] alu_result;
assign addr_2 = alu_result[31:2];
wire [31:0] instruction = read_1;
wire [4:0] opcode1 = instruction[6:2];
wire [2:0] opcode2 = instruction[14:12];
wire       opcode3 = instruction[30];
wire [4:0] dest_reg  = instruction[11:7];
wire [4:0] src_reg_1 = instruction[19:15];
wire [4:0] src_reg_2 = instruction[24:20];
wire [19:0] immed1 = instruction[31:12];  
wire [11:0] immed2 = instruction[31:20];  
wire [11:0] immed3 = {instruction[31:25], instruction[11:7]};  
wire [18:0] jal_immed = {immed1[19], immed1[7:0], immed1[8], immed1[18:10]};
wire [10:0] b_immed = {instruction[31], instruction[7], instruction[30:25], instruction[11:9]};
wire [31:0] reg1;  
wire [31:0] reg2;  
reg jump;
always @*
  case (opcode1)
    5'b11011: jump = 1;  
    5'b11001: jump = 1;  
    5'b11000:  
      case (opcode2)
        3'b000:    jump = (reg1 == reg2);
        3'b001:    jump = (reg1 != reg2);
        3'b100:    jump = ($signed(reg1) <  $signed(reg2));
        3'b101:    jump = ($signed(reg1) >= $signed(reg2));
        3'b110:   jump = (reg1 <  reg2);
        3'b111:   jump = (reg1 >= reg2);
        default: jump = 0;
      endcase
    default: jump = 0;
  endcase
function [29:0] drop_bottom_2_bits(input [31:0] val32);
  drop_bottom_2_bits = val32[31:2];
endfunction
reg [29:0] jump_dest;
always @*
  case (opcode1)
    5'b11011:  
      jump_dest = program_counter + {{11{jal_immed[18]}}, jal_immed};
    5'b11001:  
      jump_dest = drop_bottom_2_bits(reg1 + {{20{immed2[11]}}, immed2});
    5'b11000:  
      jump_dest = program_counter + {{19{b_immed[10]}}, b_immed};
    default:
      jump_dest = 0;
  endcase
always @* begin
  write_enable_1 = 0;
  write_enable_2 = 0;
  write_enable_3 = 0;
  write_enable_4 = 0;
  write_2 = reg2;
  if (opcode1 == 5'b01000)  
    case (opcode2)
      3'b000:  
        case (alu_result[1:0])
          2'b00: write_enable_1 = 1;
          2'b01: write_enable_2 = 1;
          2'b10: write_enable_3 = 1;
          2'b11: write_enable_4 = 1;
        endcase
      3'b001:  
        case (alu_result[1])
          1'b0: begin write_enable_1 = 1; write_enable_2 = 1; end
          1'b1: begin write_enable_3 = 1; write_enable_4 = 1; end
        endcase
      3'b010: begin  
        write_enable_1 = 1;
        write_enable_2 = 1;
        write_enable_3 = 1;
        write_enable_4 = 1;
      end
    endcase
end
reg [4:0] write_reg;
always @*
  case (opcode1)
    5'b01101: write_reg = dest_reg;  
    5'b00101: write_reg = dest_reg;  
    5'b11011: write_reg = dest_reg;  
    5'b11001: write_reg = dest_reg;  
    5'b00000: write_reg = dest_reg;  
    5'b00100: write_reg = dest_reg;  
    5'b01100: write_reg = dest_reg;  
    default:  write_reg = 0;
  endcase
reg [31:0] write_reg_val;
always @*
  case (opcode1)
    5'b00000:  
      case (opcode2)
        3'b000:
          case (alu_result[1:0])
            2'b00: write_reg_val = {{24{read_2[7]}},  read_2[7:0]};
            2'b01: write_reg_val = {{24{read_2[15]}}, read_2[15:8]};
            2'b10: write_reg_val = {{24{read_2[23]}}, read_2[23:16]};
            2'b11: write_reg_val = {{24{read_2[31]}}, read_2[31:24]};
          endcase
        3'b001:
          case (alu_result[1])
            1'b0: write_reg_val = {{16{read_2[15]}}, read_2[15:0]};
            1'b1: write_reg_val = {{16{read_2[31]}}, read_2[31:16]};
          endcase
        3'b100:
          case (alu_result[1:0])
            2'b00: write_reg_val = {24'b0, read_2[7:0]};
            2'b01: write_reg_val = {24'b0, read_2[15:8]};
            2'b10: write_reg_val = {24'b0, read_2[23:16]};
            2'b11: write_reg_val = {24'b0, read_2[31:24]};
          endcase
        3'b101:
          case (alu_result[1])
            1'b0: write_reg_val = {16'b0, read_2[15:0]};
            1'b1: write_reg_val = {16'b0, read_2[31:16]};
          endcase
        3'b010:     write_reg_val = read_2;  
        default: write_reg_val = 0;
      endcase
    default: write_reg_val = alu_result;
  endcase
reg [31:0] operand1;
reg [31:0] operand2;
always @* begin
  operand1 = 0;
  operand2 = 0;
  case (opcode1)
    5'b01101:  
      operand1 = {immed1, 12'b0};
    5'b00101: begin  
      operand1 = {immed1, 12'b0};
      operand2 = {program_counter, 2'b00};
    end
    5'b11011: begin  
      operand1 = 4;
      operand2 = {program_counter, 2'b00};
    end
    5'b11001: begin  
      operand1 = 4;
      operand2 = {program_counter, 2'b00};
    end
    5'b00000: begin  
      operand1 = reg1;
      operand2 = {{20{immed2[11]}}, immed2};
    end
    5'b01000: begin  
      operand1 = reg1;
      operand2 = {{20{immed3[11]}}, immed3};
    end
    5'b00100: begin  
      operand1 = reg1;
      operand2 = {{20{immed2[11]}}, immed2};
    end
    5'b01100: begin  
      operand1 = reg1;
      operand2 = reg2;
    end
  endcase
end
register_file regfile(
  .clk(clk),
  .read_select_1(src_reg_1),
  .read_1(reg1),
  .read_select_2(src_reg_2),
  .read_2(reg2),
  .write_select(write_reg),
  .write(write_reg_val));
program_counter prog_cnt(
  .clk(clk),
  .jump_dest(jump_dest),
  .jump(jump),
  .pc(program_counter));
alu alu(
  .opcode1(opcode1),
  .opcode2(opcode2),
  .opcode3(opcode3),
  .operand1(operand1),
  .operand2(operand2),
  .result(alu_result));
endmodule
module alu
(
  input [4:0] opcode1,  
  input [2:0] opcode2,  
  input       opcode3,  
  input [31:0] operand1,
  input [31:0] operand2,
  output reg [31:0] result
);
always @*
  casez (opcode1)
    5'b01101:    result = operand1;
    5'b00101:  result = operand1 + operand2;
    5'b11011:    result = operand1 + operand2;
    5'b11001:   result = operand1 + operand2;
    5'b0?000:    result = operand1 + operand2;
    5'b11000: result = operand1 + operand2;
    5'b0?100:
      case (opcode2)
        3'b000:  result = (opcode3 == 1'b0 || opcode1 == 5'b00100) ? (operand1 + operand2) : (operand1 - operand2);
        3'b010:  result = ($signed(operand1) < $signed(operand2));
        3'b011: result = (operand1 < operand2);
        3'b100:  result = (operand1 ^ operand2);
        3'b110:   result = (operand1 | operand2);
        3'b111:  result = (operand1 & operand2);
        3'b001:   result = (operand1 << operand2);
        3'b101:   if (opcode3 == 1'b0)
                  result = operand1 >> operand2[4:0];
               else
                  result = $signed(operand1) >>> operand2[4:0];
      endcase
    default: result = 32'bx;
  endcase
endmodule
module program_counter
(
  input clk,
  input  [29:0] jump_dest,
  input         jump,
  output [29:0] pc
);
reg [29:0] counter = {28'hFF00000, 2'b00};  
always @(posedge clk)
  if (jump)
    counter <= jump_dest;
  else
    counter++;
assign pc = counter;
endmodule
module register_file
(
  input clk,
  input [4:0] read_select_1,
  output reg [31:0] read_1,
  input [4:0] read_select_2,
  output reg [31:0] read_2,
  input [4:0] write_select,  
  input [31:0] write
);
reg [31:0] registers [31:1];
always @(posedge clk)
  if (write_select != 0)
    registers[write_select] <= write;
always @*
  if (read_select_1 == 0)
    read_1 = 0;
  else
    read_1 = registers[read_select_1];
always @*
  if (read_select_2 == 0)
    read_2 = 0;
  else
    read_2 = registers[read_select_2];
endmodule
==> design/flow/run.sh <==
#!/bin/bash
# OpenROAD 26Q1-2900-gdf79404cd8, Yosys 0.63+post, stock flow scripts
make -C /OpenROAD-flow-scripts/flow DESIGN_CONFIG=/design/flow/config.mk WORK_HOME=/design/flow/orfs finish
==> design/flow/config.mk <==
export PLATFORM = sky130hd
export DESIGN_NAME = ad100_cpu
export DESIGN_NICKNAME = ad100_cpu
export VERILOG_FILES = /design/flow/design.v
export SDC_FILE = /design/flow/constraint.sdc
export NUM_CORES = 4
export LEC_CHECK = 1
export CORE_UTILIZATION = 40
==> design/flow/constraint.sdc <==
current_design ad100_cpu

set clk_period 24.5
set clk_io_pct 0.2

create_clock -name clk0 -period $clk_period [get_ports {clk}]

set non_clock_inputs [all_inputs -no_clocks]
set_input_delay [expr $clk_period * $clk_io_pct] -clock clk0 $non_clock_inputs
set_output_delay [expr $clk_period * $clk_io_pct] -clock clk0 [all_outputs]
==> impl_metrics.env <==
# flow metrics
export IMPL_warning_count=92
export IMPL_grt_pass1_wl_um=371000
export IMPL_ant_nets=0
export IMPL_crit_type="input pin to output pin"
export IMPL_floorplan_core_util_pct=40.3
export IMPL_synthCells=5085
export IMPL_cts_setup_buffers=0
export IMPL_drc_errors=0
export IMPL_synth_largest_area_cell="edfxtp_1"
export IMPL_grt_max_degree=75
export IMPL_synth_seq_cells=1022
export IMPL_rsz0062_at_grt="false"
export IMPL_postSynthSeqShare_pct=48.2
export IMPL_crit_fanout=42
export IMPL_drt_wl_total_um=267000
export IMPL_vias=48600
export IMPL_total_power_mw=4.65
export IMPL_cts_hold_buf=0
export IMPL_synth_most_common_cell="edfxtp_1"
export IMPL_gp_congestion=1.08
export IMPL_vias_per_cell=6.54
export IMPL_ys_sh_xor_pct=1.81
export IMPL_io_buffers=158
export IMPL_ys_sh_mux_pct=20.5
export IMPL_yosys_top_cells_area="edfxtp_1, mux4_2, mux2i_1"
export IMPL_core_area_mm2=0.156
export IMPL_place_inst=7216
export IMPL_async_reset_ff_share_pct=0
export IMPL_dieArea_mm2=0.159
export IMPL_syn_avg_cell_area_um2=12.4
export IMPL_cts_sinks=1022
export IMPL_yosysCellCount=5085
export IMPL_p_leak_nw=25.9
export IMPL_max_slew_margin_rel_pct=30.3
export IMPL_clock_skew_ns=0.0880
export IMPL_ys_sh_adder_pct=3.83
export IMPL_end_kind="output pin"
export IMPL_wire_per_inst_um=36.0
export IMPL_clkTransAtPathRegs_ns=0.07
export IMPL_syn2layout_area_growth_pct=13.4
export IMPL_syn_area_mm2=0.0630
export IMPL_hold_violations=0
export IMPL_fmax_ghz=0.0523
export IMPL_grt_overflow=0
export IMPL_rows=145
export IMPL_grt_pass1_vias=49100
export IMPL_maxCapViolations=0
export IMPL_drtIter0Drc=4300
export IMPL_finalMaxSlewViolations=0
export IMPL_drive_gt1_share_pct=17.5
export IMPL_setup_viol=0
export IMPL_finalWorstSetupSlack_ns=5.37
export IMPL_die_w_um=399
export IMPL_cp_required_ns=19.60
export IMPL_clock_path_buffers=3
export IMPL_fin_util_pct=45.8
export IMPL_powerDensity_mw_per_mm2=65.1
export IMPL_aoi_share_pct=14.2
export IMPL_worstMarginPinSlew_ns=1.03
export IMPL_dp_hpwl_um=185000
export IMPL_cts_resized=0
export IMPL_setup_tns_ns=0
export IMPL_synth_main_ff_cell="edfxtp_1"
export IMPL_synthTopCellsByCount="edfxtp_1, mux2i_1, mux4_2"
export IMPL_synth_warnings=4
export IMPL_first_pass_iters=6
export IMPL_status="complete, no violations"
export IMPL_logic_family="multiplexers"
export IMPL_worstPathArrival_ns=14.23
export IMPL_top_area_share_pct=47.3
export IMPL_layoutNonFillerInstCount=7424
export IMPL_n_fill_cell=13800
export IMPL_antenna_found_initial=17
export IMPL_yosys_area_mm2=0.0630
export IMPL_finalClockPeriodUsage_pct=78.1
export IMPL_edf_count=992
export IMPL_numCtsBuffers=104
export IMPL_holdCritPathClass="flip-flop to flip-flop"
export IMPL_start_kind="input pin"
export IMPL_fin_crit_ns=19.13
export IMPL_grt_usage_pct=36.0
export IMPL_post_place_ws_ns=5.61
export IMPL_peakVddDrop_mv=0.0606
export IMPL_clock_root_buffer="clkbuf_16"
export IMPL_yosysUniqueCellTypes=100
export IMPL_io_pins=161
export IMPL_htree_levels=3
export IMPL_cts_tree="built"
export IMPL_die_h_um=399
export IMPL_clk_latency_ns=0.75
export IMPL_synth_simple_gate_area_share_pct=7.53
## cell families (layout without fill, tap and decap cells)
family          after synthesis  in the layout
compound gates             1330           1330
xor+xnor                    130            130
fa+ha+maj                   191            191
buf+inv                     559            823
flops                      1022           1022
mux                         831            831
other cells                   0             17
simple gates               1022           1022
## metrics by stage
stage	instance area [µm²]	hold slack [ns]
2_1_floorplan	63000	0.503
3_3_place_gp	68000	0.658
3_5_place_dp	68000	0.663
4_1_cts	71400	0.679
5_1_grt	71400	0.713
6_report	71500	0.695
## layer usage
layer  track usage (%)  vias up  part of all wire (%)
li1                  -    20600                     -
met1              41.1    23700                    32
met2              49.7     3489                    43
met3              25.4      721                    17
met4              19.6       40                   7.0
met5              7.42        -                  0.59
## sequential cells by signal (all words and copies together) (netlist names)
register / cells
regfile.registers: 992
prog_cnt.counter: 30
## final timing paths
path,slack (ns),cells past startpoint,start,to
max,5.37,28,read_1[22],write_enable_2
min reg2reg,0.69,1,prog_cnt.counter[0]$_DFF_P_,prog_cnt.counter[0]$_DFF_P_
min,0.69,1,prog_cnt.counter[0]$_DFF_P_,prog_cnt.counter[0]$_DFF_P_
max reg2reg,15.94,25,regfile.registers[3][0]$_DFFE_PP_,regfile.registers[21][16]$_DFFE_PP_
## cell usage in the layout, fill, tap and decap left out, types with 25 or more instances in the layout
cell             instances
and2_1                  54
o21a_1                  31
nor2b_1                 32
a221o_1                 28
o21ai_0                229
a221oi_1                44
buf_4                  295
dfxtp_1                 30
and3_1                  25
o22ai_1                 79
clkinv_1                26
ha_1                   188
a31oi_1                 42
inv_1                  169
xor2_1                  35
clkdlybuf4s50_1        147
nor3_1                  61
mux4_2                 353
clkbuf_16              105
a22o_1                  29
nor2_1                 303
nor2_4                  32
a21o_1                  67
mux2i_1                444
edfxtp_1               992
xnor2_1                 95
a22oi_1                119
nand4_1                 41
mux2_2                  26
o211ai_1                43
nand2_1                267
a21oi_1                316
a211oi_1                68
nand3_1                 92
## cell type report
type | instances | area, µm² | share of cell area, %
sequential | 1022 | 30400 | 42.5
clock buffer | 125 | 2700 | 3.78
multi-input combinational | 3504 | 30500 | 42.6
antenna | 17 | 42.5 | 0.0595
clock inverter | 66 | 764 | 1.07
tap | 2058 | 2570 | 3.60
timing repair buffer | 455 | 3870 | 5.41
inverter | 177 | 666 | 0.931
## report_power, final
group	switching [mW]	internal, mW	leakage, nW
clock	0.694	0.927	1.67
combinational	0.637	0.394	14.8
sequential	0.0543	1.95	9.46
total	1.39	3.27	25.9
## critical path, stage by stage
cell and delay, ns:
buf_4 0.35, buf_4 0.46, buf_4 0.59, or2_2 0.57, o22ai_1 0.16, or3_1 0.46, a31oi_1 0.17, buf_4 0.24
nor2_2 0.06, buf_4 0.28, inv_2 0.09, buf_4 0.38, ha_1 0.29, fa_1 0.22, nand2b_1 0.14, a21oi_1 0.11
o41a_1 0.38, or4b_2 0.70, a311o_1 0.36, a41oi_1 0.42, or2_2 0.22, o41a_1 0.34, nor2_1 0.14, a31oi_4 0.37
nand2_2 0.38, a21oi_1 0.59, o21ba_2 0.29, clkdlybuf4s50_1 0.48
Power is estimated from default activity; no workload was simulated.
