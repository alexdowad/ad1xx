$ cat design/flow/run.sh
#!/bin/bash
# OpenROAD 26Q1-2900-gdf79404cd8, Yosys 0.63+post, stock flow scripts
make -C /OpenROAD-flow-scripts/flow DESIGN_CONFIG=/design/flow/config.mk WORK_HOME=/design/flow/orfs finish
$ cat design/flow/design.v
module vga_controller
(
	input vga_clk,  
	output reg hsync, vsync, pixel,  
	output reg blanking,
	output [11:0] addr,  
	input [7:0] char,  
	output [3:0] font_row,  
	output [2:0] font_col,  
	output [6:0] font_char,  
	input font_pixel  
);
reg [9:0] hcount = 0;  
reg [9:0] vcount = 0;  
reg [9:0] next_hcount, next_vcount;  
always @* begin
	next_vcount = vcount;
	next_hcount = hcount + 1;
	if (next_hcount == 800) begin
		next_hcount = 0;
		next_vcount = vcount + 1;
		if (next_vcount == 525)
			next_vcount = 0;
	end
end
always @ (posedge vga_clk) begin
	pixel    <= (hcount < 640) & (vcount < 480) & font_pixel;
	hsync    <= (hcount < 656) | (hcount >= 752);
	vsync    <= (vcount < 490) | (vcount >= 492);
	blanking <= (vcount >= 480);
	vcount   <= next_vcount;
	hcount   <= next_hcount;
end
wire [7:0] hi_addr_bits = next_hcount[9:7] + next_vcount[9:4] + (next_vcount[9:4] << 2);
assign addr = {hi_addr_bits, next_hcount[6:3]};
assign font_row = vcount[3:0];
assign font_col = hcount[2:0];
assign font_char = char[7] ? 0 : char[6:0];
endmodule
$ cat design/flow/constraint.sdc
current_design vga_controller

set clk_period 5.0
set clk_io_pct 0.2

create_clock -name clk0 -period $clk_period [get_ports {vga_clk}]

set non_clock_inputs [all_inputs -no_clocks]
set_input_delay [expr $clk_period * $clk_io_pct] -clock clk0 $non_clock_inputs
set_output_delay [expr $clk_period * $clk_io_pct] -clock clk0 [all_outputs]
$ cat design/flow/config.mk
export PLATFORM = sky130hd
export DESIGN_NAME = vga_controller
export DESIGN_NICKNAME = vga_controller
export VERILOG_FILES = /design/flow/design.v
export SDC_FILE = /design/flow/constraint.sdc
export NUM_CORES = 4
export LEC_CHECK = 1
export CORE_AREA = 10 10 99 99
export DIE_AREA = 0 0 109 109
==> results.yml <==
# physical design summary
synth:
  yosysCellCount: 176
  topCombFamilyByArea: "simple AND/OR/NAND/NOR gates"
  synth_cells: 176
  yosysChipArea_mm2: 0.00163
  xor_share_pct: 12.8
  ys_sh_aoi_pct: 8.77
  synth_seq_share_pct: 32.0
  yosys.area_share.adder_pct: 14.8
  avgSynthCellArea_um2: 9.24
  netlist_area_mm2: 0.00163
  edf_count: 4
  synth_flop_count: 24
  ys.flop_type: "dfxtp_1"
  async_flop_share_pct: 0
  synth.distinct_cells: 43
  yosys_warnings: 1
  mux_share_pct: 0
  simple_gate_area_share_pct: 22.5
grt:
  busiest_layer: "met2"
  use_met1_pct: 8.42
  grt.met3_usage_pct: 2.75
  met2_usage_pct: 10.6
  gr-total-overflow: 0
  grt.total_usage_pct: 6.55
  grt_pass1_vias: 1392
  antenna_found_initial: 0
  grt_pass1_wl_um: 6420
  grt_max_degree: 14
layout:
  drive_above_1_share_pct: 33.2
  fin_cells: 343
  synthToLayoutAreaGrowth_pct: 55.1
timing:
  relSlewSlack_pct: 76.6
  fin_crit_sh_pct: 99.5
  setup_viol_count_final: 0
  slew_violations: 0
  rsz0062_at_grt: "true"
  worst_pin_slew_ns: 0.349
  finalSetupTns_ns: 0
  fin_skew_ns: 0.00265
  hold_viol: 0
  fmax_ghz: 0.201
  fin_crit_ns: 4.98
clock_tree:
  clkTransAtPathRegs_ns: 0.08
  tritoncts: "built"
  clock-root-buffer: "clkbuf_8"
  clock_path_buffers: 2
  insertion_delay_ns: 0.26
  htree_levels: 1
  cts-buffers-inserted: 3
  holdBufCountCts: 0
  cts.sinks: 24
setup_path:
  cp.required_ns: 4.00
  critPathArrivalTime_ns: 3.98
  setup.worst_path.end: "addr[11]"
  path_class: "register to output port"
  r2r-start: "hcount[0]"
  rr_worst_depth: 9
  end_kind: "output port"
  r2r_end: "vcount[7]"
  regToRegSetupSlack_ns: 2.66
  crit_path_start_kind: "register"
  startpoint: "hcount[0]"
  cp_max_fo: 3
floorplan:
  pin_count: 40
  dieHeight_um: 109
  chip_area_mm2: 0.0119
  initial_core_util_pct: 21.0
  rows: 32
  die_w_um: 109
  core_mm2: 0.00773
power_and_ir_drop:
  leakage_nw: 1.06
  powerDensity_mw_per_mm2: 134
  irDropWorstVdd_mv: 0.0743
place:
  place_congestion: 0.850
  dp_hpwl_um: 3030
  port-buffer-count: 39
  dp.cells: 328
run:
  tool_warnings: 31
  max-cap-violations: 0
detailed_routing:
  num_vias: 1401
  drc: 0
  drt_iter0_markers: 38
  avgRoutedWirePerCell_um: 11.5
  diodes: 0
  drt-vias-per-instance: 4.08
  ant_nets: 0
  routed_wl_um: 3950
  dr.pass1.iters: 4
run_status:
  status: "finished clean"
hold_path:
  hold_path_class: "register to register"
-- cell usage in the layout (no fill, tap or decap), drive strengths merged, types with 2 or more instances in the layout --
cell           netlist  layout
clkbuf               2       5
clkdlybuf4s50        0      34
nor4                 2       2
inv                 10      10
dfxtp               20      20
buf                 14      40
xor2                 9       9
nand4                4       4
and4                 2       2
ha                  16      16
nor2b               10      10
and3                 4       4
o21ai                3       3
nand3                6       6
nor3                 4       4
xnor2               14      14
nor2                12      12
fa                   2       2
nand2b               3       3
a21oi                5       5
edfxtp               4       4
nand2               13      13
-- layout make-up --
type                            instances  area (um^2)
Fill cell                             759         5200
Multi-Input combinational cell        126         1100
Timing Repair Buffer                   77          666
Sequential cell                        24          532
Tap cell                              102          128
Clock buffer                            4         55.1
Inverter                               10         37.5
-- cells in the mapped netlist (all sizes together), types with 2 or more instances --
cell type   n  area, um^2
a21oi       5        25.0
and3        4        30.0
and4        2        17.5
buf        14         104
clkbuf      2        7.51
dfxtp      20         400
edfxtp      4         120
fa          2        40.0
ha         16         200
inv        10        37.5
nand2      13        48.8
nand2b      3        18.8
nand3       6        35.0
nand4       4        25.0
nor2       12        45.0
nor2b      10        62.6
nor3        4        20.0
nor4        2        12.5
o21ai       3        15.0
xnor2      14         123
xor2        9        86.3
-- layer usage --
layer / share of wire (%) / routed length, um
met2: 48 / 1900
met4: 0.38 / 15
met1: 43 / 1700
met5: 0 / 0
met3: 8.5 / 337
-- cells by family after synthesis --
group | after synthesis
AND/OR/NAND/NOR | 66
flip-flops | 24
XOR/XNOR | 23
buffers and inverters | 26
AND-OR/OR-AND | 19
adder cells (fa/ha/maj) | 18
-- sequential cells by signal (all words and copies together), names as in the netlist --
| register | flops |
|---|---|
| blanking | 1 |
| vcount | 10 |
| hsync | 1 |
| pixel | 1 |
| hcount | 10 |
| vsync | 1 |
-- where the power goes --
group | switching [mW] | leakage [nW] | total, mW | internal, mW
clock | 0.0595 | 0.0288 | 0.130 | 0.0702
sequential | 0 | 0.211 | 0.194 | 0.194
combinational | 0.00262 | 0.820 | 0.0147 | 0.0120
-- per-stage QoR --
step                      power [mW]  area, um^2  hold slack, ns  util, %  worst slack [ns]
after floorplan                0.201        1630           0.441        -             0.291
after global placement         0.215        2240           0.453     28.9            -0.139
after detailed placement       0.215        2240           0.461     28.9            -0.199
after CTS                      0.348        2410           0.502     31.2           0.00568
after global routing           0.359        2520           0.540     32.6            -0.177
final                          0.339        2520           0.507     32.6            0.0235
-- worst min path at each step --
stage	to	cells after the start	slack, ns	start
6_report	vsync	2	0.51	vcount[9]
4_1_cts	vsync	1	0.50	vcount[8]
5_1_grt	vsync	2	0.54	vcount[9]
-- worst max-delay path, cell delays in order, from the launching register on --
cell      delay, ns
dfxtp_4        0.36
and2_4         0.16
or4b_4         0.49
a221oi_4       0.25
and3_4         0.24
and4_4         0.27
xnor2_4        0.08
fa_1           0.55
inv_2          0.06
fa_2           0.40
a21oi_2        0.15
nor2_1         0.07
o21a_1         0.19
o21ai_1        0.13
nand2b_1       0.08
xor2_1         0.13
buf_2          0.11
-- what timing repair did --
| action | 4_1_cts | 5_1_grt |
|---|---|---|
| setup buffers | 7 | 5 |
| endpoints found under the hold margin | 0 | 0 |
| pin swaps | 13 | 20 |
| gates resized | 25 | 24 |
| setup endpoints to repair | 5 | 5 |
Power is estimated from default activity; no workload was simulated.
